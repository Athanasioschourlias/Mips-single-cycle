## /design/flow/design.v

```verilog
module rf(clk,RegWrite,ra,rb,rc,da,db,dc);
input clk;
input RegWrite;
input [4:0] ra;  
input [4:0] rb;  
input [4:0] rc;  
input [31:0] dc;  
output [31:0] da;  
output [31:0] db;  
reg [31:0] memory [31:0];  
assign da=(ra!=0)?memory[ra]:0;
assign db=(rb!=0)?memory[rb]:0;
always@(posedge clk) begin
    if(RegWrite==1'b1) begin
        memory[rc]<=dc;
    end
end
endmodule
```

## /design/flow/run.sh

```bash
#!/bin/bash
# OpenROAD 26Q1-2900-gdf79404cd8, Yosys 0.63+post, stock flow scripts
make -C /OpenROAD-flow-scripts/flow DESIGN_CONFIG=/design/flow/config.mk WORK_HOME=/design/flow/orfs finish
```

## /design/flow/config.mk

```make
export PLATFORM = sky130hd
export DESIGN_NAME = rf
export DESIGN_NICKNAME = rf
export VERILOG_FILES = /design/flow/design.v
export SDC_FILE = /design/flow/constraint.sdc
export NUM_CORES = 4
export LEC_CHECK = 1
export CORE_UTILIZATION = 50
```

## /design/flow/constraint.sdc

```tcl
current_design rf

set clk_period 9.9
set clk_io_pct 0.2

create_clock -name clk0 -period $clk_period [get_ports {clk}]

set non_clock_inputs [all_inputs -no_clocks]
set_input_delay [expr $clk_period * $clk_io_pct] -clock clk0 $non_clock_inputs
set_output_delay [expr $clk_period * $clk_io_pct] -clock clk0 [all_outputs]
```

==> results.txt <==
Physical design

The flow ran to the end, and the final reports show no timing, DRC or antenna violations. The cts-stage hold buffer count stands at 0. Looking at the clock tree report, the H-tree level count equals 3. In the placement report, post-DP HPWL is listed as 85340 um. Ranked by instance count, the synthesized netlist is headed by edfxtp_1 (1024), mux4_2 (425), mux2i_1 (183). The number of warnings issued by yosys stands at 1.

CTS added clock buffers totalling 109. The top cell type's share of synthesized area stands at 0.6548. By area the synthesized netlist is led by edfxtp_1 (65%), mux4_2 (20%), mux2i_1 (3.9%). The die height stands at 308.5 um. The OpenROAD warning count stands at 26. The clock net sink count stands at 1024.

STA classifies the critical path endpoint as an output port. The largest registers in the layout are memory x1024. The iteration tally of the first detailed-router pass stands at 5. Before any placement, the netlist area is recorded as 46960 um2.

The number of flip-flops and latches in the synthesized netlist stands at 1024. The number of enable flip-flop cells stands at 1024. The type recorded for the worst min-delay path is in -> reg.

The post-CTS setup buffer count stands at 0. Entering global routing, the biggest net connects 88 pins. The number of unique standard cell types used by synthesis stands at 40. Summed over all instances, the cell type with the most area after synthesis is edfxtp_1. In the final report, the number of endpoints failing setup comes to 0. The timing-limited maximum frequency stands at 0.1197 GHz. edfxtp_1 is the most common cell in the netlist. The sum of negative setup slack stands at 0 ns. For reference, the most critical setup path is categorized as in -> out. In this run, the synthesized area fraction spent on AND-OR/OR-AND gates is recorded as 0.05409. The initial antenna violation count stands at 2.

The fraction of registers with async set/reset stands at 0. The slew check shows that the tightest pin keeps a relative margin of 0.2305. The worst slack on hold paths stands at 2.103 ns. The buffer levels on the longest clock path stands at 3. The slowest stage of the critical path is the clkdlybuf4s50_1 cell. The number of cells produced by synthesis stands at 2400. The final tally of max-slew violations stands at 0. The wire length recorded after detailed routing is 146700 um. The cell family contributing the most delay on the critical path is buffers and inverters.

For reference, the clock transition at the flip-flops on the worst setup and hold paths is 0.06 ns. Listed in order, past its start point the critical path passes clkdlybuf4s50_1 > and2_4 > buf_4 > a22o_1 > a2111oi_0 > buf_4 > nor3_1 > clkdlybuf4s50_1. The die is 308.5 um wide. The pre-placement core utilization stands at 0.5039. The number of global-route vias before repair is 30060. Setup repair after global routing left no endpoint under its margin. Dividing the final minimum period by the clock period gives 0.8437. The endpoint arrival time on the critical path stands at 6.37 ns.

Post-synth the commonest register cell is edfxtp_1. Overall routing resource usage recorded by global route was 0.3564. The arithmetic-cell share of the synthesized area counting full adders, half adders and majority gates stands at 0. Per the summary, power density relative to cell area is 179.9 nW/um2. The relative area change from synthesis to final layout stands at 13.65%. The overall via count from detail_route stands at 26760. Per the synthesis report, the simple-gate share of the synthesized area is 0.01940.

The power report puts the leakage power at 17.10 nW. The total grt overflow stands at 0. The first global-routing pass estimated 209400 um of wire.

CTS placed an instance of clkbuf_16 at the clock tree root. The number of cells reported by Yosys stat comes to 2400. The number of placement rows stands at 112. The critical path endpoint has a required time of 7.92 ns. The final instance count without filler cells stands at 3896. According to the floorplan report, the total die area is 95150 um2. The average instance area after synthesis stands at 19.57 um2.

The mux share of post-synthesis cell area stands at 0.2486. The largest incremental delay on the critical path stands at 1.02 ns. The count of instances resized after the clock tree is built stands at 0. TritonCTS built the clock tree. The yosys-reported design area after synthesis stands at 46960 um2. The starting DRC count in detailed routing stands at 1788. The remaining antenna violation count stands at 0. The placement summary gives the final routability congestion estimate as 0.8903. Of the synthesized area, sequential elements account for 0.6548.

The floorplan step defined a core boundary enclosing 93190 um2. The average wire length per cell after detail routing stands at 37.65 um. Measured on the finished design, the core utilization comes to 0.5727. The I/O pin total stands at 113. The routed design could run at a clock period as short as 8.353 ns. Among the non-sequential cells, multiplexers take the most area. The maximum ir drop on the vdd rail stands at 138.2 uV. The DRC violation total left in the routed layout is recorded as 0. Counting flops per register, the top entry is memory. The register with the most flip-flops in the layout has 1024 of them.

The final number of hold-violating endpoints stands at 0. Max-cap violations in this run came to 0. Of all nets on the critical path, the largest fanout is 37.

The fraction of final layout cells with drive strength greater than 1 stands at 0.2893. The worst path buffer plus inverter count stands at 4. Looking at the max-slew report, the worst-margin pin has a slew of 1.145 ns.

The worst setup path is launched from a primary input. The area share of xor/xnor cells in the synthesized design stands at 0. The detailed placer reported the number of placed instances as 3690.

The average vias per placed instance stands at 6.868. Input and output buffers added on the ports amount to 112.
-- final cells by class --
type	count	area (um2)
Timing Repair Buffer	237	2170
Clock inverter	67	503.0
Tap cell	1254	1569
Antenna cell	5	12.51
Clock buffer	134	2864
Multi-Input combinational cell	1150	15410
Sequential cell	1024	30750
Inverter	25	96.34
Fill cell	6594	39820
-- power by group --
part | total [W] | internal (W) | switching, W | leakage (nW)
clock | 0.00388 | 0.00220 | 0.00167 | 1.65
combinational | 0.000880 | 0.000368 | 0.000512 | 6.22
sequential | 0.00485 | 0.00483 | 0.0000212 | 9.22
-- layout by cell type (no fill, tap or decap), drive strengths merged, types with 50 or more instances in the layout --
cell type / n
a22o: 62
buf: 132
clkbuf: 134
clkdlybuf4s50: 105
clkinv: 50
edfxtp: 1024
mux2i: 183
mux4: 425
nand2: 65
o22ai: 55
-- final timing paths --
path | to | startpoint | slack, ns | depth (start not counted)
worst max-delay path | db[12] | rb[3] | 1.55 | 8
worst min-delay path | memory[10][15] | dc[15] | 2.10 | 2
-- routing by layer --
layer	global-route usage	share of wire	wire, um
met5	0.08320	0.0061	902
met4	0.09522	0.034	5025
met3	0.3220	0.21	31040
met2	0.4790	0.45	65930
met1	0.4276	0.30	43760
-- stage by stage --
| step | setup WS [ns] | power, W | instance area (um2) |
|---|---|---|---|
| CTS | 1.753 | 0.009647 | 53360 |
| finish | 1.547 | 0.009604 | 53370 |
| global route | 1.589 | 0.009874 | 53360 |
| floorplan | 4.372 | 0.005395 | 46960 |
| detailed placement | 1.759 | 0.005805 | 49990 |
| global placement | 1.805 | 0.005795 | 49990 |
-- cells by family after synthesis --
logic type	after synthesis
flops	1024
compound gates	331
mux	632
simple gates	187
buf+inv	226
No activity file was given, so power comes from the tool's default toggle rates.
